==> /design/flow/design.v <==
module MUL(
    input clk,
    input rst,
    input in_valid,
    input [4-1:0] in_a,
    input [4-1:0] in_b,
    output out_valid,
    output [4<<1-1:0] out_result
);
reg [4<<1-1:0] out_result;
reg [2:0] cnt;
reg busy;
always @(posedge clk) begin
    if (rst) begin
        cnt <= 0;
        busy <= 0;
    end else begin
    if (in_valid && !busy) begin
        cnt <= 1;
        out_result <= in_a * in_b;
        busy <= 1;
    end 
    else if ((cnt == 3 || in_a == 0 || in_b == 0) && busy) begin
        busy <= 0;
    end
    else if (busy) begin
        cnt <= cnt + 1;
    end
    end
end
assign out_valid = ((cnt == 3 || in_a == 0 || in_b == 0) && busy);
endmodule
module buffer(
    input clk,
    input rst,
    input in_valid,
    input [4<<1-1:0] in_data,
    output out_valid,
    output [4<<1-1:0] out_data
);
reg [4-1:0] out_data;
reg [2:0] cnt;
reg busy;
always @(posedge clk) begin
    if (rst) begin
        cnt <= 0;
        busy <= 0;
    end else begin
    if (in_valid && !busy) begin
        cnt <= 1;
        out_data <= in_data;
        busy <= 1;
    end 
    else if ((cnt == 2 || (in_data != 0)) && busy) begin
        busy <= 0;
    end
    else if (busy) begin
        cnt <= cnt + 1;
    end
    end
end
assign out_valid = ((cnt == 2 || (in_data == 0)) && busy);
endmodule
module buffered_mul(
    input clk,
    input rst,
    input in_valid,
    input [4-1:0] in_a,
    input [4-1:0] in_b,
    output out_valid,
    output [4<<1-1:0] out_result
);
wire mul_valid;
wire [4<<1-1:0] mul_result;
MUL mul(
    .clk(clk),
    .rst(rst),
    .in_valid(in_valid),
    .in_a(in_a),
    .in_b(in_b),
    .out_valid(mul_valid),
    .out_result(mul_result)
);
buffer buff(
    .clk(clk),
    .rst(rst),
    .in_valid(mul_valid),
    .in_data(mul_result),
    .out_valid(out_valid),
    .out_data(out_result)
);
endmodule
==> /design/flow/run.sh <==
#!/bin/bash
# OpenROAD 26Q1-2900-gdf79404cd8, Yosys 0.63+post, stock flow scripts
make -C /OpenROAD-flow-scripts/flow DESIGN_CONFIG=/design/flow/config.mk WORK_HOME=/design/flow/orfs finish
==> /design/flow/config.mk <==
export PLATFORM = sky130hd
export DESIGN_NAME = buffered_mul
export DESIGN_NICKNAME = buffered_mul
export VERILOG_FILES = /design/flow/design.v
export SDC_FILE = /design/flow/constraint.sdc
export NUM_CORES = 4
export LEC_CHECK = 1
export CORE_AREA = 10 10 83 83
export DIE_AREA = 0 0 93 93
export SYNTH_HDL_FRONTEND = slang
==> /design/flow/constraint.sdc <==
current_design buffered_mul

set clk_period 3.0
set clk_io_pct 0.2

create_clock -name clk0 -period $clk_period [get_ports {clk}]

set non_clock_inputs [all_inputs -no_clocks]
set_input_delay [expr $clk_period * $clk_io_pct] -clock clk0 $non_clock_inputs
set_output_delay [expr $clk_period * $clk_io_pct] -clock clk0 [all_outputs]
==> results.ini <==
[placed_design]
placed_area_mm2 = 0.00128
dp_slack_ns = -0.550
dp_hpwl_um = 1430
place.gp.congestion = 0.788
portBuffers = 15

[worst_setup_path]
critical_path.max_stage_delay_ns = 0.50
worstSetupPathType = input port to flop
worstPathArrival_ns = 2.88
cp-startpoint = in_a[2]
crit_fanout = 2
critPathCaptureType = flop
worstSetupStartpointType = input port
worstPathRequired_ns = 3.00
critPathBufInv = 3
crit_slowest_cell = fa_1
cp_common_cell = xnor2_1
crit_chain = dlygate4sd2_1, nand2_1, fa_1, inv_1, fa_1, inv_2, fa_2, xnor2_2, xnor2_1, xnor2_1, xnor2_1
rrSetupSlack_ns = 1.41
r2r-start = mul.cnt[0]
crit_family = adder cells

[synth]
synth_cell_types = 26
synthCells = 89
avgSynthCellArea_um2 = 11.0
synth_seq_share = 0.438
yosysWarnings = 0
synth-seq-cells = 17
synthesis.area_um2 = 983
yosys_area_um2 = 983
ys_cells = 89

[flow_run]
max_cap_violations = 0
warning_count = 26

[die]
pin_count = 17
die_h_um = 93
rows = 26
fp_util = 0.191
core_mm2 = 0.00514
die_x_um = 93
die_area_mm2 = 0.00865

[global_routing]
grt_max_degree = 11
grtUsageTotal = 0.0392
first_global_vias = 645
grt_overflow = 0
grt_antenna_before_repair = 0
grt_pass1_wl_um = 2770

[layout]
mi_logic_area_um2 = 518
lay_top_cells = inv_1, edfxtp_1, clkdlybuf4s50_1
fin_area_mm2 = 0.00131
syn2layout_area_growth_pct = 33.5
drive_above_1_share = 0.226
seq_area_um2 = 430
n_fill_cell = 569

[routing]
postRouteAntennaNets = 0
routed_wirelength_um = 1660
drtIter0Drc = 9
avgViaCountPerCell = 3.58
drc = 0
vias = 663
wl_per_cell_um = 8.99
drt_pass1_iterations = 3
antenna_cells = 0

[cts]
numCtsBuffers = 3
cts_tree = yes
clk_root_buffer_cell = clkbuf_8
cts_setup_buffers = 0
hold_buffers = 0
clk_pin_slew_worst_paths_ns = 0.06
clk_latency_ns = 0.24
clock-sinks = 17
cts.htree.levels = 1
cts_buffer_depth = 2

[power]
p_leak_nw = 0.502
vdd_drop_max_mv = 0.153
finalPower_mw = 0.518
powerDensity_mw_per_mm2 = 394

[sta]
hold_viol_final = 0
fmax_ghz = 0.347
finalCritPeriodShare = 0.960
fin_ws_ns = 0.120
finalCriticalPeriod_ns = 2.88
rsz0062_at_grt = false
skew_ns = 0.000566
slew_violations = 0
timing.hold.ws_ns = 0.447
setup_tns_ns = 0
setup_violations = 0

[min_path]
min_from = mul.out_result[0]
hold_path_class = flop to flop

[status]
status = finished clean

flip-flops by register name (all words and copies together) (netlist names):
name	count
mul.out_result	5
buff.busy	1
buff.out_data	4
mul.busy	1
buff.cnt	3
mul.cnt	3
cell type report:
type | count | area share
multi-input combinational | 61 | 0.395
sequential | 17 | 0.328
timing repair buffer | 23 | 0.147
tap | 70 | 0.0667
clock buffer | 3 | 0.0315
inverter | 10 | 0.0286
clock inverter | 1 | 0.00381
per-stage QoR:
stage | std cells | utilization
3_5_place_dp | 181 | 0.248
2_1_floorplan | 89 | -
3_3_place_gp | 181 | 0.248
6_report | 185 | 0.255
4_1_cts | 185 | 0.257
5_1_grt | 185 | 0.255
report_power, final:
part	leakage, nW	total (mW)	internal (mW)	switching [mW]
Clock	0.0255	0.164	0.0918	0.0717
Combinational	0.328	0.0889	0.0478	0.0412
Sequential	0.148	0.265	0.259	0.00605
cell usage after synthesis:
| cell type | number | area share |
|---|---|---|
| o311ai_2 | 1 | 0.017 |
| a21oi_1 | 5 | 0.025 |
| xnor2_1 | 6 | 0.053 |
| mux2i_1 | 1 | 0.010 |
| nor4b_2 | 1 | 0.015 |
| conb_1 | 1 | 0.0038 |
| or4b_2 | 1 | 0.010 |
| and2_1 | 5 | 0.032 |
| nor3_1 | 1 | 0.0051 |
| and2_2 | 2 | 0.015 |
| nor4b_4 | 1 | 0.024 |
| nand2_1 | 7 | 0.027 |
| or2_0 | 1 | 0.0064 |
| nand3_1 | 1 | 0.0051 |
| edfxtp_1 | 9 | 0.27 |
| inv_1 | 10 | 0.038 |
| a211oi_1 | 2 | 0.015 |
| nor4_2 | 2 | 0.025 |
| buf_4 | 1 | 0.0076 |
| dfxtp_1 | 8 | 0.16 |
| nor2_1 | 6 | 0.023 |
| xor2_1 | 1 | 0.0089 |
| fa_1 | 3 | 0.061 |
| ha_1 | 8 | 0.10 |
| nand4_1 | 1 | 0.0064 |
| nand2b_1 | 4 | 0.025 |
cell families (layout without fill, tap and decap cells):
logic type / count (synthesis) / count (layout) / share of synthesized area
AND-OR/OR-AND: 8 / 8 / 0.0572
XOR/XNOR: 7 / 7 / 0.0623
adder cells (fa/ha/maj): 11 / 11 / 0.163
buffers and inverters: 11 / 37 / 0.0458
flip-flops: 17 / 17 / 0.438
multiplexers: 1 / 1 / 0.0102
other: 1 / 1 / 0.00381
AND/OR/NAND/NOR: 33 / 33 / 0.220
worst paths after layout:
check                                          to  cells past startpoint
worst max-delay path            mul.out_result[4]                     11
worst min register to register   buff.out_data[0]                      0
worst min-delay path             buff.out_data[0]                      0
worst max register to register   buff.out_data[3]                      4
metal layers:
metal,vias up,track usage,part of all wire
met5,-,0,0
met4,0,0.00386,0.0072
met1,297,0.0425,0.43
li1,351,-,-
met2,13,0.0666,0.47
met3,2,0.0234,0.096
timing repair:
item                       CTS  global route
gates resized                7             8
setup endpoints to repair    1             1
pin swaps                    6            10
Power and IR drop assume default switching activity.
